===== /design/flow/design.v =====
`timescale 1ns / 1ps
module sobel(
input signed [11:0] Dx_reg,
input signed [11:0] Dy_reg,
output [7:0] pixel_out
);
wire [10:0] Dx;
wire [10:0] Dy;
		 assign Dx = Dx_reg < 0 ? -Dx_reg : Dx_reg;
		 assign Dy = Dy_reg < 0 ? -Dy_reg : Dy_reg;
		  assign pixel_out = Dx + Dy <= 127 ? 0 : 8'b11111111 ;
endmodule

===== /design/flow/run.sh =====
#!/bin/bash
# OpenROAD 26Q1-2900-gdf79404cd8, Yosys 0.63+post, stock flow scripts
make -C /OpenROAD-flow-scripts/flow DESIGN_CONFIG=/design/flow/config.mk WORK_HOME=/design/flow/orfs finish

===== /design/flow/config.mk =====
export PLATFORM = sky130hd
export DESIGN_NAME = sobel
export DESIGN_NICKNAME = sobel
export VERILOG_FILES = /design/flow/design.v
export SDC_FILE = /design/flow/constraint.sdc
export NUM_CORES = 4
export LEC_CHECK = 1
export CORE_AREA = 10 10 74 74
export DIE_AREA = 0 0 84 84

===== /design/flow/constraint.sdc =====
current_design sobel

set clk_period 4.7
set clk_io_pct 0.2

create_clock -name clk0 -period $clk_period

set non_clock_inputs [all_inputs -no_clocks]
set_input_delay [expr $clk_period * $clk_io_pct] -clock clk0 $non_clock_inputs
set_output_delay [expr $clk_period * $clk_io_pct] -clock clk0 [all_outputs]

==> results.py <==
# Physical implementation metrics
metrics = {
    "status": {
        "status": "complete, no violations",
    },
    "sta": {
        "tightestPinTransition_ps": 318,
        "finalCritPeriodShare": 0.968,
        "holdWs_ps": 2930,
        "rsz0062_at_grt": "yes",
        "slew_viol_final": 0,
        "setup-tns-final_ps": 0,
        "finalSetupViolations": 0,
        "fmax_mhz": 220,
        "finalHoldViolCount": 0,
        "max-slew-margin-rel": 0.787,
        "min_period_ps": 4550,
    },
    "power": {
        "p_leak_nw": 0.598,
        "ir_drop_mv": 0.0592,
        "powerDensity_nw_per_um2": 114,
    },
    "layout": {
        "clock_buffers": 0,
        "drive_above_1_share": 0.329,
        "area_growth_pct": 84.4,
        "fillCellCount": 412,
        "flops": 0,
        "combGateArea_um2": 836,
        "flop_area_um2": 0,
    },
    "floorplanning": {
        "io_pins": 32,
        "die-area_um2": 7060,
        "die_x_um": 84,
        "fp.dieH_um": 84,
        "initial_utilization": 0.196,
        "core_area_um2": 3970,
        "core.rowCount": 23,
    },
    "place": {
        "portBuffers": 32,
        "gp_congestion": 0.759,
        "place_hpwl_mm": 1.90,
    },
    "global_route": {
        "grt-ovfl-total": 0,
        "antenna_found_initial": 0,
        "grt_start_max_net_pins": 9,
        "grt_pass1_wl_mm": 3.44,
        "grt_pass1_vias": 789,
        "grt_usage": 0.0551,
    },
    "synthesis": {
        "yosys_cells": 108,
        "top_area_cell": "ha_1",
        "yosys_area_um2": 777,
        "netlist_top_cells_area": "ha_1, xnor2_1, nand2_1",
        "synth_top_area_share": 0.209,
        "ys_warn_count": 0,
        "syn_avg_cell_area_um2": 7.19,
        "syn_inst": 108,
        "synthDistinctLibCells": 28,
        "postSynthSeqShare": 0,
        "synthesis.area_um2": 777,
    },
    "setup_path": {
        "cp_max_fo": 6,
        "critPathLaunchType": "primary input",
        "critPathKind": "primary input to primary output",
        "worstPathRequired_ps": 3760,
        "arrival_ps": 3610,
        "endpoint_kind": "primary output",
    },
    "drt": {
        "num_vias": 881,
        "highest_layer": "met3",
        "vias_per_cell": 4.30,
        "dr_wl_met2_um": 980,
        "first_iter_violations": 20,
        "wl_per_cell_um": 10.5,
        "dr_wl_met3_um": 79,
        "firstDrtPassIters": 4,
        "wirelength_mm": 2.16,
        "num_antenna_cells": 0,
        "wl_met1_mm": 1.10,
        "post-route-drc-count": 0,
        "detail-route-antenna-nets": 0,
    },
    "job": {
        "warnings": 35,
        "cap_violations": 0,
    },
    "clock_network": {
        "postCtsHoldBufs": 0,
    },
    "min_path": {
        "min-delay-path-class": "primary input to primary output",
    },
}
==> per-layer routing <==
metal | vias to the layer above | GRT usage
met3 | 0 | 0.00886
met1 | 384 | 0.0769
met2 | 21 | 0.0913
li1 | 476 | -
met4 | 0 | 0
met5 | - | 0
==> Yosys cell counts (all sizes together) <==
library cell,count
xnor2,18
nand2,15
ha,13
o21ai,10
a21oi,7
buf,7
inv,5
o31ai,5
nand2b,4
or3,4
clkbuf,2
nand3,2
nor2,2
nor3,2
a211oi,1
a21o,1
fa,1
nand3b,1
nand4,1
nor4,1
o2111ai,1
o21bai,1
o22ai,1
o41ai,1
or4,1
xor2,1
==> cell type report <==
class / instances / area share
well taps: 50 / 0.0437
inverters: 5 / 0.0131
multi-input cells: 94 / 0.583
repair buffers: 56 / 0.360
==> worst max-delay path, stage by stage <==
cell and delay [ps]:
dlygate4sd2_1 240, or4_4 510, or3_4 360, o31ai_4 180
xnor2_1 140, ha_1 280, nor2_2 130, a21oi_2 40
o22ai_1 110, o2111ai_1 130, buf_4 170, buf_4 130
buf_4 120, dlymetal6s2s_1 130
==> power breakdown <==
part	switching [mW]	internal, mW
registers	0	0
clock network	0	0
logic	0.0741	0.0894
total	0.0741	0.0894
==> cell usage in the layout, fill, tap and decap left out, types with 4 or more instances in the layout <==
cell / n
a21oi_1: 4
o21ai_1: 5
dlygate4sd2_1: 8
or3_4: 4
ha_1: 12
o21ai_0: 4
clkdlybuf4s50_1: 13
buf_4: 24
dlymetal6s2s_1: 10
nand2_1: 13
xnor2_1: 17
==> cells by family after synthesis <==
logic type | Yosys count | share of synthesized area
adders and majority gates | 14 | 0.235
xor gates and xnor gates | 19 | 0.214
and+or+nand+nor | 33 | 0.214
AOI/OAI and AO/OA | 28 | 0.235
buffers and inverters | 14 | 0.101
==> through the flow <==
stage,total power [mW],utilization,instances,area (um^2),worst slack [ps]
global route,0.183,0.361,205,1430,-30.5
finish,0.163,0.361,205,1430,150
detailed placement,0.146,0.315,201,1250,-127
global placement,0.146,0.315,201,1250,-93.1
floorplan,0.0858,-,108,777,638
CTS,0.153,0.332,202,1320,19.6
==> final timing paths <==
path                  startpoint           end  slack, ps  depth (start not counted)
worst max-delay path   Dy_reg[6]  pixel_out[2]        150                         14
worst min-delay path  Dy_reg[10]  pixel_out[0]       2930                          7
==> timing repair <==
item / in CTS / in global routing
endpoints found under the setup margin: 8 / 8
gates resized: 28 / 27
buffers inserted: 1 / 3
pin swaps: 16 / 12
Power and IR drop assume default switching activity.
