--- run.sh ---
#!/bin/bash
# OpenROAD 26Q1-2900-gdf79404cd8, Yosys 0.63+post, stock flow scripts
make -C /OpenROAD-flow-scripts/flow DESIGN_CONFIG=/design/flow/config.mk WORK_HOME=/design/flow/orfs finish
--- config.mk ---
export PLATFORM = sky130hd
export DESIGN_NAME = median
export DESIGN_NICKNAME = median
export VERILOG_FILES = /design/flow/design.v
export SDC_FILE = /design/flow/constraint.sdc
export NUM_CORES = 4
export LEC_CHECK = 1
export CORE_UTILIZATION = 40
--- constraint.sdc ---
current_design median

set clk_period 5.1
set clk_io_pct 0.2

create_clock -name clk0 -period $clk_period [get_ports {clk}]

set non_clock_inputs [all_inputs -no_clocks]
set_input_delay [expr $clk_period * $clk_io_pct] -clock clk0 $non_clock_inputs
set_output_delay [expr $clk_period * $clk_io_pct] -clock clk0 [all_outputs]
--- design.v ---
`timescale 1ns / 1ps
module median(
input [7:0] p1,
input [7:0] p2,
input [7:0] p3,
input [7:0] p4,
input [7:0] p5,
input [7:0] p6,
input [7:0] p7,
input [7:0] p8,
input [7:0] p9,
input clk,
output reg [7:0] pixel_out
    );
reg [23:0] orderdRow1;
reg [23:0] orderdRow2;
reg [23:0] orderdRow3;
reg [23:0] orderdColumn;
	always @(posedge clk) begin
		if(p4 <= p1 && p4 <= p7) begin
			if(p1 < p7) begin  
				orderdRow1 <= {p7 , p1 , p4};
			end
			else begin 
			orderdRow1 <= {p1 , p7 , p4};
			end
		end
		else if(p1 <= p4 && p1 <= p7) begin 
			if(p4 < p7) begin 
				orderdRow1 <= {p1 , p4 , p7};
			end
			else begin 
				orderdRow1 <= {p4 , p7 , p1};
			end
		end
		else if(p7 <= p1 && p7 <= p4) begin
			if(p1 < p4) begin 
				orderdRow1 <= {p4 , p1 , p7};
			end
			else begin 
				orderdRow1 <= {p1 , p4 , p7};
			end
		end
		if(p5 <= p2 && p5 <= p8) begin
			if(p2 < p8) begin  
				orderdRow2 <= {p8 , p2 , p5};
			end
			else begin 
				orderdRow2 <= {p2 , p8 , p5};
			end
		end
		else if(p2 <= p5 && p2 <= p8) begin 
			if(p5 < p8) begin 
				orderdRow2 <= {p8 , p5 , p2};
			end
			else begin 
			orderdRow2 <= {p5 , p8 , p2};
			end
		end
		else if(p8 <= p2 && p8 <= p5) begin
			if(p2 < p5) begin 
				orderdRow2 <= {p5 , p2 , p8};
			end
			else begin 
				orderdRow2 <= {p2 , p5 , p8};
			end
		end
		if(p6 <= p3 && p6 <= p9) begin
			if(p3 < p9) begin  
				orderdRow3 <= {p9 , p3 , p6};
			end
			else begin 
				orderdRow3 <= {p3 , p9 , p6};
			end
		end
		else if(p3 <= p6 && p3 <= p9) begin 
			if(p6 < p9) begin 
				orderdRow3 <= {p9 , p6 , p3};
			end
			else begin 
				orderdRow3 <= {p6 , p9 , p3};
			end
		end
		else if(p9 <= p3 && p9 <= p6) begin
			if(p3 < p6) begin 
				orderdRow3 <= {p6 , p3 , p9};
			end
			else begin 
				orderdRow3 <= {p3 , p6 , p9};
			end
		end
		if(orderdRow1[15:8] <= orderdRow2[15:8] && orderdRow1[15:8] <= orderdRow3[15:8]) begin
			if(orderdRow2[15:8] < orderdRow3[15:8]) begin  
				orderdColumn <= {orderdRow3[15:8] , orderdRow2[15:8] , orderdRow1[15:8] };
			end
			else begin 
				orderdColumn <= {orderdRow2[15:8], orderdRow3[15:8] , orderdRow1[15:8]};
			end
		end
		else if(orderdRow2[15:8] <= orderdRow1[15:8] && orderdRow2[15:8] <= orderdRow3[15:8]) begin 
			if(orderdRow1[15:8] < orderdRow3[15:8]) begin 
				orderdColumn <= {orderdRow3[15:8] , orderdRow1[15:8] , orderdRow2[15:8]};
			end
			else begin 
				orderdColumn <= {orderdRow1[15:8] , orderdRow3[15:8] , orderdRow2[15:8]};
			end
		end
		else if(orderdRow3[15:8] <= orderdRow1[15:8] && orderdRow3[15:8] <= orderdRow2[15:8]) begin
			if(orderdRow1[15:8] < orderdRow2[15:8]) begin 
				orderdColumn <= {orderdRow2[15:8] , orderdRow1[15:8] ,orderdRow3[15:8]};
			end
			else begin 
				orderdColumn <= {orderdRow1[15:8] , orderdRow2[15:8] ,orderdRow3[15:8]};
			end
		end
		pixel_out <= orderdColumn[15:8];
	end
endmodule
==> flow_summary.yaml <==
# yosys + openroad results
floorplanning:
  rows: 41
  io_pins: 81
  die-area_sq_um: 13800
  coreArea_sq_um: 12800
  fp.dieW_microns: 117
  fp_util_pct: 41.6
  die_h_microns: 117
timing:
  relSlewSlack_pct: 50.1
  period_minus_slack_ns: 3.87
  rsz0062_at_grt: "no"
  setup_tns_ns: 0
  setup_viol: 0
  skew_ns: 0.00384
  fmax_mhz: 258
  worst_pin_slew_ns: 0.747
  min_period_over_period_pct: 76.0
  finalHoldViolCount: 0
  slew_viol_final: 0
  whs_ns: 0.340
  setup_slack_ns: 1.23
synth:
  synthFlopType: "edfxtp_1"
  synth_seq_share_pct: 21.1
  netlist.top_cell.by_area: "ha_1"
  synthTopCellsByCount: "96 x ha_1, 67 x inv_1, 55 x nor2_1, 51 x a21oi_1, 46 x mux2i_1"
  ys_area_sq_um: 5320
  synthDistinctLibCells: 50
  post_synth_inst_count: 614
  synth_warnings: 1
  ys_top_cells_by_area: "ha_1 23%, edfxtp_1 18%, mux2i_1 8.7%"
  syn_area_per_cell_sq_um: 8.66
  most_common_cell: "ha_1"
  synthesis.area_sq_um: 5320
  synth_flops: 40
  netlist.area_leader.share_pct: 22.6
  yosys_cells: 614
  synth-edff-count: 32
  synthArstFlopShare_pct: 0
setup_path:
  crit_start: "p5[1]"
  crit_fanout: 14
  rrSetupSlack_ns: 2.25
  cp-start-kind: "primary input"
  required_ns: 5.10
  critical_path_class: "primary input to flop"
  cp_data_arrival_time_ns: 3.88
  crit_end: "orderdRow2[15]"
  r2r_cells: 8
  r2r_start: "orderdRow1[9]"
  critPathCaptureType: "flop"
  r2r-end: "orderdColumn[11]"
clocking:
  cts_tree: "done"
  cts_root_buffer: "clkbuf_16"
  cts.sinks: 40
  ctsLongestPathBuffers: 2
  hold_buffers: 0
  post_cts_resized: 0
  ctsHtreeMaxLevel: 2
  post_cts_buffers: 0
  clock_latency_ns: 0.28
  cts_buffers: 5
  clkTransAtPathRegs_ns: 0.06
placement:
  place_hpwl_microns: 11400
  place_area_sq_um: 6310
  io_buffers: 80
  place_ws_ns: 1.01
  placedCellCount: 858
  gp_congestion: 0.979
cells_and_area:
  fillers: 1201
  fin_cells: 866
  drive_gt1_share_pct: 5.76
  design_area_sq_um: 6470
  area_growth_pct: 21.8
power:
  power-per-cell-area_nw_per_um2: 368
  pwr-share-clk_pct: 14.6
  p_int_mw: 1.39
  p_seq_share_pct: 28.4
  vdd_drop_max_mv: 0.255
  total_leakage_power_nw: 2.85
  pwr-share-comb_pct: 57.0
  swShare_pct: 41.6
  power_switching_mw: 0.991
detailed_routing:
  wirelength_microns: 13800
  drt_iter0_markers: 334
  ant_nets: 0
  antenna_cells: 0
  vias_per_cell: 5.79
  via_count: 5015
  dr.pass1.iters: 5
  drc: 0
  drt-wirelength-per-cell_microns: 16.0
global_routing:
  grt_pass1_vias: 4710
  grt_start_max_net_pins: 18
  overflow: 0
  antenna_found_initial: 0
  grt_first_pass_wirelength_microns: 23100
  grt_usage_pct: 20.7
job:
  maxCapViolCount: 0
  warnings: 25
min_path:
  hp-class: "flop to flop"
status:
  outcome: "completed"
==> metal layers <==
layer | part of all wire [%] | vias to the layer above | GRT usage [%]
met4 | 1.1 | 0 | 2.76
met5 | 0 | - | 0
met1 | 49 | 2317 | 32.3
li1 | - | 2536 | -
met2 | 45 | 148 | 32.4
met3 | 4.9 | 14 | 1.74
==> sequential cells by signal (all words and copies together), names as in the netlist <==
| register | flops |
|---|---|
| pixel_out | 8 |
| orderdRow2 | 8 |
| orderdRow1 | 8 |
| orderdColumn | 8 |
| orderdRow3 | 8 |
==> worst min-delay path by stage <==
stage / from / depth (start not counted) / end
final: orderdColumn[12] / 0 / pixel_out[4]
after CTS: orderdColumn[12] / 0 / pixel_out[4]
after global routing: orderdColumn[15] / 0 / pixel_out[7]
==> cell type report <==
class	instances	area, sq um	area share, %
Timing Repair Buffer	89	868	13.4
Clock buffer	5	125	1.93
Tap cell	172	215	3.32
Inverter	67	251	3.88
Sequential cell	40	1120	17.3
Multi-Input combinational cell	490	3850	59.5
Clock inverter	3	42.5	0.657
==> logic make-up (layout without fill, tap and decap cells) <==
family,after synthesis,in the layout,share of synthesized area (%)
AND-OR/OR-AND,207,207,28.4
AND/OR/NAND/NOR,141,141,12.8
adder cells (fa/ha/maj),96,96,22.6
buffers and inverters,84,164,6.49
multiplexers,46,46,8.66
flip-flops,40,40,21.1
==> power groups by stage <==
stage                 Sequential, mW  Clock [mW]  Combinational (mW)
final                          0.675       0.348                1.36
after CTS                      0.677       0.359                1.35
after global routing           0.690       0.370                1.53
==> cells in the final DEF (no fill, tap or decap), drive strengths merged, types with 9 or more instances in the layout <==
cell type       n
ha             96
clkdlybuf4s50  80
inv            67
nor2           55
a21oi          51
mux2i          46
o21ai          39
edfxtp         32
nand4          24
nand2          21
a221oi         21
a2bb2oi        21
nor3           12
nor2b          12
o211ai         12
a2111oi        10
buf             9
==> worst max-delay path: stages <==
cell	delay, ns
clkdlybuf4s50_1	0.52
inv_1	0.08
ha_1	0.30
nor2b_4	0.13
o211ai_2	0.12
a21oi_1	0.09
a2111o_1	0.63
nor2_1	0.58
a221oi_1	0.19
a2bb2oi_1	0.21
==> stage by stage <==
step | utilization, % | total power, mW
floorplan | - | 1.60
global placement | 49.4 | 2.01
detailed placement | 49.4 | 2.03
CTS | 50.7 | 2.38
global route | 50.7 | 2.59
finish | 50.7 | 2.38
Power and IR drop assume default switching activity.
